===== /design/flow/run.sh =====
#!/bin/bash
# OpenROAD 26Q1-2900-gdf79404cd8, Yosys 0.63+post, stock flow scripts
make -C /OpenROAD-flow-scripts/flow DESIGN_CONFIG=/design/flow/config.mk WORK_HOME=/design/flow/orfs finish

===== /design/flow/config.mk =====
export PLATFORM = sky130hd
export DESIGN_NAME = HC595_driver
export DESIGN_NICKNAME = HC595_driver
export VERILOG_FILES = /design/flow/design.v
export SDC_FILE = /design/flow/constraint.sdc
export NUM_CORES = 4
export LEC_CHECK = 1
export CORE_AREA = 10 10 70 70
export DIE_AREA = 0 0 80 80

===== /design/flow/constraint.sdc =====
current_design HC595_driver

set clk_period 3.4
set clk_io_pct 0.2

create_clock -name clk0 -period $clk_period [get_ports {clk}]

set non_clock_inputs [all_inputs -no_clocks]
set_input_delay [expr $clk_period * $clk_io_pct] -clock clk0 $non_clock_inputs
set_output_delay [expr $clk_period * $clk_io_pct] -clock clk0 [all_outputs]

===== /design/flow/design.v =====
`timescale 1ns / 1ps
module HC595_driver(
    clk, rst_n, p_data, s_data, sclk, rclk
    );
    input wire clk;
    input wire rst_n;
    input wire [15:0] p_data; 
    output wire sclk; 
    output reg s_data; 
    output reg rclk; 
    reg [1:0] divider_cnt;
    always @(posedge clk, negedge rst_n) begin
        if(!rst_n)
            divider_cnt <= 0;
        else if(divider_cnt == 3)
            divider_cnt <= 0;
        else
            divider_cnt <= divider_cnt + 1;
    end
    assign sclk = (divider_cnt == 1 | divider_cnt == 2)?1:0;
    wire sclk_impulse;
    assign sclk_impulse = (divider_cnt == 1);
    reg [4:0] sclk_impulse_cnt;
    always @(posedge clk, negedge rst_n) begin
        if(!rst_n)
            sclk_impulse_cnt <= 0;
        else if(sclk_impulse_cnt == 17)
            sclk_impulse_cnt <= 0;
        else if(sclk_impulse == 1)
            sclk_impulse_cnt <= sclk_impulse_cnt + 1;
        else
            sclk_impulse_cnt <= sclk_impulse_cnt;
    end
    always @(*) begin
        case (sclk_impulse_cnt)
            0: begin
                rclk <= 1;
                s_data <= 1;
            end
            1: begin
                rclk <= 0;
                s_data <= p_data[15];
            end
            2: begin
                rclk <= 0;
                s_data <= p_data[14];
            end
            3: begin
                rclk <= 0;
                s_data <= p_data[13];
            end
            4: begin
                rclk <= 0;
                s_data <= p_data[12];
            end
            5: begin
                rclk <= 0;
                s_data <= p_data[11];
            end
            6: begin
                rclk <= 0;
                s_data <= p_data[10];
            end
            7: begin
                rclk <= 0;
                s_data <= p_data[9];
            end
            8: begin
                rclk <= 0;
                s_data <= p_data[8];
            end
            9: begin
                rclk <= 0;
                s_data <= p_data[7];
            end
            10: begin
                rclk <= 0;
                s_data <= p_data[6];
            end
            11: begin
                rclk <= 0;
                s_data <= p_data[5];
            end
            12: begin
                rclk <= 0;
                s_data <= p_data[4];
            end
            13: begin
                rclk <= 0;
                s_data <= p_data[3];
            end
            14: begin
                rclk <= 0;
                s_data <= p_data[2];
            end
            15: begin
                rclk <= 0;
                s_data <= p_data[1];
            end
            16: begin
                rclk <= 0;
                s_data <= p_data[0];
            end
            17: begin
                rclk <= 1;
                s_data <= 1;
            end
            default: begin
                rclk <= 0;
                s_data <= 1;
            end    
        endcase
    end
endmodule

==> out/qor.yml <==
grt_max_degree: 16
clock-sinks: 7
setup_tns_ps: 0
muxShareOfSynthArea_pct: 6.10
slew_headroom_pct: 70.1
routed_wl_um: 1480
power_leakage_nw: 0.357
first_pass_iters: 4
die_w_um: 80
synth_top_cell_by_area: "dfrtp_1"
path_cells: "clkdlybuf4s50_1, a22o_1, a221o_1, a2111oi_2, o21ai_1, clkdlybuf4s50_1"
crit_arrival_ps: 2570
crit_top_cell: "clkdlybuf4s50_1"
warnings: 29
r2r_setup_slack_ps: 1920
htree_levels: 1
holdWs_ps: 456
dieHeight_um: 80
drtAntennaViolNets: 0
dp_hpwl_um: 1160
track_usage_pct: 4.44
antenna_cells: 0
cpPeakStageDelay_ps: 410
min_path_type: "reg -> reg"
clockRootBuffer: "clkbuf_4"
die_area_sq_um: 6400
synth_area_sq_um: 574
port_buffers: 20
power.density_nw_per_um2: 219
endpoint_kind: "primary output"
numCtsBuffers: 3
reg2reg_to: "sclk_impulse_cnt[4]"
async_reset_ff_share_pct: 100
yosysChipArea_sq_um: 574
path_clk_slew_ps: 50
via_per_inst: 3.94
rows: 21
cts_tree: "built"
rr_worst_depth: 4
fmax_ghz: 0.308
drtIter0Drc: 36
critPathKind: "in -> out"
slowest_stage: "clkdlybuf4s50_1"
grt_pass1_vias: 520
post_cts_buffers: 0
crit_family: "AND-OR/OR-AND gates"
synth.distinct_cells: 29
max_slew.worst_pin.slew_ps: 448
placed_cells: 126
io-pin-count: 21
postCtsHoldBufs: 0
rsz0062_at_grt: "false"
layoutNonFillerInstCount: 130
floorplan.core_util_pct: 16.8
yosys_cells: 63
ff_type: "dfrtp_1"
grt-ovfl-total: 0
syn_to_final_growth_pct: 47.3
postSynthCellCount: 63
ir_worst_vdd_uv: 160
setup.worst_path.start: "p_data[12]"
critPathLaunchType: "input port"
synth-simple-area-share_pct: 19.0
max-clock-path-buffers: 2
ys_seq_share_pct: 30.5
avgRoutedWirePerCell_um: 11.4
insertion_delay_ps: 250
synth_flops: 7
ys_top_logic_family: "AND-OR/OR-AND gates"
path_buffers: 2
edf_count: 0
hold_viol: 0
total_power_mw: 0.186
top_cells_by_count: "dfrtp_1 (7), ha_1 (7), nand2_1 (7)"
setup_viol: 0
drive_gt1_share_pct: 7.14
fillers: 387
crit_end: "s_data"
ys_warn_count: 1
post-route-period-util_pct: 95.6
rr_startpoint: "sclk_impulse_cnt[0]"
slew_violations: 0
yosys.area_share.aoi_pct: 20.0
required_ps: 2720
route.detailed.drc: 0
fin_worst_skew_ps: 3.06
max_cap_viol_count: 0
place.gp.congestion: 0.796
antenna_found_initial: 0
worst_slack_ps: 148
synthTopCellsByArea: "dfrtp_1 (31%), ha_1 (15%), nand2_1 (4.6%)"
vias: 512
top_cell_area_share_pct: 30.5
crit_cells: 6
place_ws_ps: 144
fp.coreArea_sq_um: 3420
post_cts_resized: 0
grt_pass1_wl_um: 2360
fin_crit_ps: 3250
adder_share_pct: 15.3
xor_share_pct: 3.05
avgSynthCellArea_sq_um: 9.12
status: "complete, no violations"
path_max_fanout: 1
placed cells by master (no fill, tap or decap), types with 2 or more instances in the layout:
cell type	netlist	final
a21boi_1	2	2
clkbuf_4	0	3
clkdlybuf4s50_1	0	20
dfrtp_1	7	7
ha_1	7	7
inv_1	6	6
mux2i_1	2	2
nand2_1	7	7
nand3b_1	2	2
nor2_1	6	6
o21ai_0	2	2
xnor2_1	2	2
worst reg2reg max path, delay by kind of cell, from the launching register on:
family                     cells  cell delay (ps)
adders and majority gates      2              560
and+or+nand+nor                1              200
AOI/OAI and AO/OA              1              200
DFF                            1              430
flip-flops by register name, indices dropped and copies added (netlist names):
name / count
divider_cnt: 2
sclk_impulse_cnt: 5
layer usage:
metal	vias to the layer above	track usage, %	part of all wire, %
met1	226	5.93	50
met3	0	1.93	8.7
li1	270	-	-
met5	-	0	0
met2	16	6.74	41
met4	0	0.352	0
worst min path at each step:
| stage | from | end | depth (start not counted) |
|---|---|---|---|
| 4_1_cts | divider_cnt[0] | divider_cnt[0] | 1 |
| 5_1_grt | divider_cnt[0] | divider_cnt[0] | 1 |
| 6_report | divider_cnt[0] | divider_cnt[0] | 1 |
power breakdown:
part | internal, mW | switching [mW]
combinational | 0.0212 | 0.00601
clock | 0.0448 | 0.0302
sequential | 0.0834 | 0
logic make-up after synthesis:
| group | count (synthesis) |
|---|---|
| AND/OR/NAND/NOR | 21 |
| AND-OR/OR-AND | 14 |
| buffers and inverters | 9 |
| adder cells (fa/ha/maj) | 7 |
| flip-flops | 7 |
| multiplexers | 3 |
| XOR/XNOR | 2 |
area by class of cell:
type,count,area [sq um],area share [%]
clock buffers,4,26.3,3.11
inverters,6,22.5,2.66
multi-input cells,47,364,43.0
flip-flops and latches,7,175,20.7
well taps,46,57.6,6.80
repair buffers,20,200,23.7
stage by stage:
step	instance area, sq um	utilization, %
2_1_floorplan	574	-
3_3_place_gp	820	24.0
3_5_place_dp	820	24.0
4_1_cts	846	24.8
5_1_grt	846	24.8
6_report	846	24.8
Power figures rest on the tool's default switching activity, not on a simulated workload.
