==> design/flow/design.v <==
`timescale 1ns / 1ps
module hex8(
    clk, rst_n, disp_en, disp_data, sel, seg
    );
    input clk;
    input rst_n;
    input [31:0] disp_data; 
    input disp_en;
    output reg [7:0] sel; 
    output reg [7:0] seg; 
    reg [15:0] divider_cnt; 
    reg divide_clk;
    reg [2:0] sel_cnt; 
    reg [3:0] data_tmp;
    always @(posedge clk, negedge rst_n) begin
        if(!rst_n)
            divider_cnt <= 0;
        else if(!disp_en)
            divider_cnt <= 0;
        else if(divider_cnt == 49999)
            divider_cnt <= 0;
        else
            divider_cnt <= divider_cnt + 1;
    end
    always @(posedge clk, negedge rst_n) begin
        if(!rst_n)
            divide_clk <= 0;
        else if(divider_cnt == 49998)
            divide_clk <= 1;
        else
            divide_clk <= 0;
    end
    always @(posedge clk, negedge rst_n) begin
        if(!rst_n)
            sel_cnt <= 3'b000;
        else if(divider_cnt == 49998)
            sel_cnt <= sel_cnt + 1;
        else
            sel_cnt <= sel_cnt;
    end
    always @(*) begin
        if(!rst_n)
            sel = 8'b0000_0000;
        else if(!disp_en)
            sel = 8'b0000_0000;
        else case (sel_cnt)
            3'b000: sel = 8'b0000_0001;
            3'b001: sel = 8'b0000_0010;
            3'b010: sel = 8'b0000_0100;
            3'b011: sel = 8'b0000_1000;
            3'b100: sel = 8'b0001_0000;
            3'b101: sel = 8'b0010_0000;
            3'b110: sel = 8'b0100_0000;
            3'b111: sel = 8'b1000_0000;
            default: sel = 8'b0000_0000;
        endcase
    end
    always @(*) begin
        case (sel)
            8'b0000_0001: data_tmp = disp_data[3:0];
            8'b0000_0010: data_tmp = disp_data[7:4];
            8'b0000_0100: data_tmp = disp_data[11:8];
            8'b0000_1000: data_tmp = disp_data[15:12];
            8'b0001_0000: data_tmp = disp_data[19:16];
            8'b0010_0000: data_tmp = disp_data[23:20];
            8'b0100_0000: data_tmp = disp_data[27:24];
            8'b1000_0000: data_tmp = disp_data[31:28];
            default: data_tmp = 4'h8; 
        endcase
    end
    always @(*) begin
        case (data_tmp)
            4'h0: seg = 8'b11000000;
            4'h1: seg = 8'b11111001;
            4'h2: seg = 8'b10100100;
            4'h3: seg = 8'b10110000;
            4'h4: seg = 8'b10011001;
            4'h5: seg = 8'b10010010;
            4'h6: seg = 8'b10000010;
            4'h7: seg = 8'b11111000;
            4'h8: seg = 8'b10000000;
            4'h9: seg = 8'b10010000;
            4'ha: seg = 8'b10001000;
            4'hb: seg = 8'b10000011;
            4'hc: seg = 8'b11000110;
            4'hd: seg = 8'b10100001;
            4'he: seg = 8'b10000110;
            4'hf: seg = 8'b10001110;
            default: seg = 8'b00000000;
        endcase
    end
endmodule
==> design/flow/run.sh <==
#!/bin/bash
# OpenROAD 26Q1-2900-gdf79404cd8, Yosys 0.63+post, stock flow scripts
make -C /OpenROAD-flow-scripts/flow DESIGN_CONFIG=/design/flow/config.mk WORK_HOME=/design/flow/orfs finish
==> design/flow/config.mk <==
export PLATFORM = sky130hd
export DESIGN_NAME = hex8
export DESIGN_NICKNAME = hex8
export VERILOG_FILES = /design/flow/design.v
export SDC_FILE = /design/flow/constraint.sdc
export NUM_CORES = 4
export LEC_CHECK = 1
export CORE_UTILIZATION = 30
==> design/flow/constraint.sdc <==
current_design hex8

set clk_period 4.6
set clk_io_pct 0.2

create_clock -name clk0 -period $clk_period [get_ports {clk}]

set non_clock_inputs [all_inputs -no_clocks]
set_input_delay [expr $clk_period * $clk_io_pct] -clock clk0 $non_clock_inputs
set_output_delay [expr $clk_period * $clk_io_pct] -clock clk0 [all_outputs]
==> flow_summary.ini <==
; yosys + openroad results
[final_timing]
final-hold-violation-count = 0
hold_slack_ns = 0.511
worst_pin_slew_ns = 0.491
fin_crit_sh = 0.942
maxSlewHeadroom = 0.670
setup_viol = 0
finClkSkew_ns = 0.00103
rsz0062_at_grt = false
fin_setup_tns_ns = 0
fmax_mhz = 231
period_minus_slack_ns = 4.33
slew_viol_final = 0

[yosys]
synthAdderAreaFrac = 0.107
synth.logic.top_family = simple AND/OR/NAND/NOR gates
topCellsByArea = dfrtp_1 29%, ha_1 11%, mux2i_1 8.6%, nor2_1 6.0%, xor2_1 4.8%
synth_top_area_share = 0.291
ys_cells = 186
synth_area_per_cell_um2 = 8.79
ys_chip_area_mm2 = 0.00163
synth_cells = 186
ys_warn_count = 1
yosysSeqAreaShare = 0.291
yosysUniqueCellTypes = 44
edf_count = 0
synthesis.area_mm2 = 0.00163
ys_ff = 19
yosys.area_share.xor_xnor = 0.0858
ys_sh_mux = 0.106
simple_gate_area_frac = 0.234
synthArstFlopShare = 1.00
aoi_share = 0.110
synth.largest_area_cell = dfrtp_1
ff_type = dfrtp_1

[clock_network]
postCtsHoldBufs = 0
clockRootBuffer = clkbuf_8
clkLatencyLatePin_ns = 0.25
clk_pin_slew_ns = 0.07
postCtsSetupRepairBufs = 0
clock-sinks = 19
cts_buffers = 3
ctsHtreeMaxLevel = 1
clk_path_buf_depth = 2
cts_resized = 0
tritoncts = yes

[placement]
port-buffer-count = 49
dp_hpwl_um = 3150
routabilityCongestion = 0.815
place_inst = 307

[global_route]
grt_usage = 0.144
grt_pass1_wl_um = 6240
grt_start_max_net_pins = 17
antenna_found_initial = 0
grt_pass1_vias = 1346
grt.overflow.total = 0

[route]
drt_pass1_iterations = 4
viasPerCell = 4.80
detail_route.wl_per_cell_um = 12.5
detail-route-antenna-nets = 0
via_count = 1493
drt_iter0_drc = 51
drt-total-wl_um = 3890
diodes = 0
drc = 0

[cells_and_area]
seq_area_um2 = 475
nFillCells = 499
final_cell_mix = 49 x clkdlybuf4s50_1, 26 x nor2_1, 19 x dfrtp_1
final_cells = 311
lay_top_count = clkdlybuf4s50_1
comb_area_mm2 = 0.00105
drive_gt1_frac = 0.0747
area_growth_pct = 39.1
final_util = 0.440

[worst_setup_path]
end_kind = output pin
crit_arrival_ns = 3.41
path_class = in2out
crit_buf_inv = 3
critPathLaunchType = input pin
slowest_delay_ns = 0.51
cp_top_family = buffers and inverters
crit_chain = clkdlybuf4s50_1, and2_2, nand3b_1, o22ai_1, a21oi_1, inv_1, ha_1, or3b_1, o221a_2, clkdlybuf4s50_1
slowest_stage = clkdlybuf4s50_1
critPathRequiredTime_ns = 3.68
cp_common_cell = clkdlybuf4s50_1
crit_fanout = 7

[power]
p_leak_uw = 0.000941
vdd_ir_drop_max_mv = 0.249
power_density_mw_per_mm2 = 159
p_total_uw = 362

[outcome]
status = completed

[floorplanning]
io-pin-count = 51
die_height_um = 75.8
die_area_mm2 = 0.00575
die_w_um = 75.8
rows = 26
core_mm2 = 0.00517
initCoreUtil = 0.316

[hold_path]
holdCritPathClass = reg2reg

[flow_run]
openroad.warnings = 35
cap_violations = 0
-- cell usage after synthesis (all sizes together) (3+ instances only) --
| cell | n |
|---|---|
| nand3 | 11 |
| nand2 | 9 |
| inv | 14 |
| nand2b | 3 |
| xnor2 | 7 |
| mux2i | 14 |
| o22ai | 5 |
| nor2 | 26 |
| o221ai | 3 |
| a22oi | 4 |
| dfrtp | 19 |
| xor2 | 9 |
| nand4 | 4 |
| buf | 6 |
| ha | 14 |
| and3 | 7 |
| mux2 | 3 |
-- metal layers --
layer  track usage  vias to the layer above  routed length, um
met5             0                        -                  0
met4       0.00823                        0                 16
met3        0.0335                        2                431
met2         0.226                       53               1600
met1         0.216                      673               1830
li1              -                      765                  -
-- area by class of cell --
type / count / area share
flip-flops and latches: 19 / 0.209
clock buffers: 4 / 0.0198
multi-input cells: 146 / 0.464
well taps: 70 / 0.0385
inverters: 14 / 0.0231
repair buffers: 58 / 0.245
-- path summary, 6_finish.rpt --
kind                                 from               to  slack, ns  depth (start not counted)
max                               disp_en           seg[0]       0.27                         10
min                        divider_cnt[0]   divider_cnt[0]       0.51                          1
max reg2reg                divider_cnt[0]  divider_cnt[14]       2.83                          7
min reg2reg                divider_cnt[0]   divider_cnt[0]       0.51                          1
max in group asynchronous           rst_n   divider_cnt[4]       3.34                          2
min in group asynchronous           rst_n   divider_cnt[2]       1.03                          2
-- flip-flops by register name, summed over array words and instances (netlist names) --
name and count:
divider_cnt 16, sel_cnt 3
-- metrics by stage --
stage | setup slack, ns | instance area (um2)
after floorplan | 1.14 | 1630
after global placement | 0.343 | 2230
after detailed placement | 0.268 | 2230
after CTS | 0.268 | 2270
after global routing | 0.0485 | 2270
final | 0.268 | 2270
-- where the power goes --
| part | switching, uW | total (uW) | internal (uW) | leakage [uW] |
|---|---|---|---|---|
| clock network | 52.0 | 113 | 61.4 | 0.0000228 |
| logic | 27.2 | 76.8 | 49.6 | 0.000655 |
| registers | 2.72 | 172 | 169 | 0.000263 |
| total | 81.9 | 362 | 280 | 0.000941 |
-- kinds of logic after synthesis --
group | count (synthesis)
buf+inv | 21
xor+xnor | 16
fa+ha+maj | 14
simple gates | 74
other cells | 1
compound gates | 24
mux | 17
flops | 19
Power figures rest on the tool's default switching activity, not on a simulated workload.
